--- flow/run.sh ---
#!/bin/bash
# OpenROAD 26Q1-2900-gdf79404cd8, Yosys 0.63+post, stock flow scripts
make -C /OpenROAD-flow-scripts/flow DESIGN_CONFIG=/design/flow/config.mk WORK_HOME=/design/flow/orfs finish
--- flow/config.mk ---
export PLATFORM = sky130hd
export DESIGN_NAME = Calculadora
export DESIGN_NICKNAME = Calculadora
export VERILOG_FILES = /design/flow/design.v
export SDC_FILE = /design/flow/constraint.sdc
export NUM_CORES = 4
export LEC_CHECK = 1
export CORE_UTILIZATION = 30
--- flow/constraint.sdc ---
current_design Calculadora

set clk_period 35.2
set clk_io_pct 0.2

create_clock -name clk0 -period $clk_period [get_ports {clock}]

set non_clock_inputs [all_inputs -no_clocks]
set_input_delay [expr $clk_period * $clk_io_pct] -clock clk0 $non_clock_inputs
set_output_delay [expr $clk_period * $clk_io_pct] -clock clk0 [all_outputs]
--- flow/design.v ---
module Calculadora(
    input logic [3:0] cmd,   
    input logic reset,
    input logic clock,
    output logic [1:0] status,  
    output logic [3:0] pos,      
    output logic [3:0] dig       
);
    typedef enum logic [1:0] {ERRO, PRONTA, OCUPADA} statetype;
    statetype estados;
    reg [31:0] reg1, reg2, saida, contador;
    reg [3:0] op;
    reg set_op, flag;
    reg [31:0] resultado, temp;
    reg [3:0] dig_count;
    reg exibir_resultado;
    assign status = estados[1:0];
    always @(posedge clock) begin
        if (reset) begin
            estados         <= PRONTA;
            op              <= 4'b1010;
            dig             <= 0;
            pos             <= 0;
            set_op          <= 0;
            flag            <= 0;
            reg1            <= 32'd0;
            reg2            <= 32'd0;
            saida           <= 32'b0;
            contador        <= 32'd0;
            resultado       <= 0;
            temp            <= 0;
            dig_count       <= 0;
            exibir_resultado <= 0;
        end else begin
            case (estados)
                PRONTA: begin
                    if (exibir_resultado) begin
                        if (dig_count < 8) begin
                            dig <= temp % 10;
                            pos <= dig_count;
                            temp <= temp / 10;
                            dig_count <= dig_count + 1;
                        end else begin
                            exibir_resultado <= 0;
                        end
                    end else if (cmd < 10 && !set_op) begin
                        reg1 <= (reg1 * 10) + cmd;
                        dig  <= cmd;
                        if (flag) pos <= pos + 1;
                        flag <= 1;
                    end else if (cmd < 10 && set_op) begin
                        reg2 <= (reg2 * 10) + cmd;
                        dig  <= cmd;
                        if (flag) pos <= pos + 1;
                        flag <= 1;
                    end else if (cmd >= 10 && cmd != 4'b1110 && cmd != 4'b1111) begin
                        op     <= cmd;
                        set_op <= 1;
                    end else if (cmd == 4'b1110) begin
                        case (op)
                            4'b1010: begin   
                                resultado <= reg1 + reg2;
                                temp <= reg1 + reg2;
                                dig_count <= 0;
                                exibir_resultado <= 1;
                            end
                            4'b1011: begin   
                                resultado <= reg1 - reg2;
                                temp <= reg1 - reg2;
                                dig_count <= 0;
                                exibir_resultado <= 1;
                            end
                            4'b1100: begin   
                                if (reg1 == 0 || reg2 == 0) begin
                                    resultado <= 0;
                                    temp <= 0;
                                    dig_count <= 0;
                                    exibir_resultado <= 1;
                                end else begin
                                    saida <= 0;
                                    contador <= 0;
                                    estados <= OCUPADA;
                                end
                            end
                            default: estados <= ERRO;
                        endcase
                    end else if (cmd == 4'b1111) begin
                        if (set_op) begin
                            reg2 <= reg2 / 10;
                            pos  <= pos - 1;
                        end else begin
                            reg1 <= reg1 / 10;
                            pos  <= pos - 1;
                        end
                    end
                    if ((!set_op && reg1 > 32'd99999999) || (set_op && reg2 > 32'd99999999))
                        estados <= ERRO;
                end
                ERRO: begin
                    if (cmd == 4'b1111) begin
                        estados  <= PRONTA;
                        reg1     <= 0;
                        reg2     <= 0;
                        saida    <= 0;
                        op       <= 0;
                        set_op   <= 0;
                        contador <= 0;
                        dig      <= 0;
                        pos      <= 0;
                        exibir_resultado <= 0;
                    end
                end
                OCUPADA: begin
                    if (contador < reg2) begin
                        saida    <= saida + reg1;
                        contador <= contador + 1;
                    end else begin
                        contador <= 0;
                        if (saida > 32'd99999999)
                            estados <= ERRO;
                        else begin
                            estados <= PRONTA;
                            resultado <= saida;
                            temp <= saida;
                            dig_count <= 0;
                            exibir_resultado <= 1;
                        end
                    end
                end
            endcase
        end
    end
endmodule
==> summary.txt <==
run metrics: status=complete, no violations, initial drt markers=2509, Setup Crit Path Kind=reg2reg, CP bufs+invs=1, final period utilization=39.35%, Core Area=80550 um^2, Critical-path top delay cell=a311oi_1, drc violations=0, Slew headroom=32.05%, H-Tree Depth=4, DRT Pass-1 Iters=9, Place WS=21710 ps, top cells, area=dfxtp_1, ha_1, xnor2_1, nor2_1, nand2_1, worst skew pair latency=450 ps, max capacitance violation total=0, Final setup viols=0, CP Data Arrival Time=14240 ps, Synth Register Bits=181, global-route wire length before repair=127900 um, yosys synthesis chip area=24390 um^2, Root Buffer=clkbuf_16, Synth Warn #=1, largest net degree at the start of global routing=64, number of OpenROAD warnings=26, HP Class=reg2reg, fraction of layout instances using a drive strength above 1=6.126%, skew final=15.94 ps, Post-CTS Setup Inserts=0, Synth top area share=14.86%, number of global-route vias before repair=23.01k, clk buf depth=2, drt wl/cell=18.71 um, r2r setup slk=21350 ps, CTS tree=done, die boundary width=287.1 um, WP data required=35590 ps, crit end category=flip-flop, Seq/Total Area, Yosys=14.86%, FF-to-FF path depth=38, CP Max Fanout=19, routed vias/inst=5.865, reg2reg end=reg1[0], asr flop ratio synth=0%, initial antenna violation count=0, antenna-violating nets left=0, total number of vias=25.17k, hold path start=saida[29], FP Rows=104, clock transition at the registers of the reported paths=70 ps, unrepaired setup endpoints after global routing=no, Synth Cell Area=24390 um^2, delay-heaviest family, CP=AND-OR/OR-AND gates, # port buffers=15, Final Util=32.43%, routability cong.=0.9207, crit start category=flip-flop, Pins Over Slew Limit=0, final wirelength=80290 um, TritonCTS Buffers=17, P&R area growth vs syn=7.101%, # Cells Yosys=3309, Hold Crit Depth=2, Avg Cell Area, Syn=7.370 um^2, number of enable flip-flop cells=0, Gate Count Post-Synth=3309, CP most frequent cell=nor2_1, FP Util=30.28%, Hold Path Sink=saida[29], Final min period=13850 ps, clock sinks=181, setup ws final=21350 ps, post-cts sizing count=0, Synth Flop Type=dfxtp_1, final setup TNS=0 ps, synth unique cells=123, cts hold-fix bufs=0, Hold Fails Final Rpt=0, # IOs=16, dpl hpwl=59760 um, worst-margin pin slew=1012 ps, GR Util All Layers=19.43%, Yosys top cell by area=dfxtp_1, r2r startpoint=set_op, f_max=0.07220 GHz, Max stage delay on crit path=870 ps, Ant. Diodes=0, Die ar.=82440 um^2, Die Ht=287.1 um, Overflow after GRT=0
placed cells by master (no fill, tap or decap), types with 47 or more instances in the layout:
cell type / count
a211oi_1: 57
a21o_1: 47
a21oi_1: 207
a22oi_1: 64
and3_1: 52
buf_4: 62
dfxtp_1: 179
ha_1: 215
inv_1: 133
mux2i_1: 53
nand2_1: 279
nand3_1: 94
nand4_1: 51
nor2_1: 337
nor3_1: 87
o21a_1: 53
o21ai_0: 157
o21bai_1: 57
xnor2_1: 163
xor2_1: 84
registers in the layout (all words and copies together), names as in the netlist:
register / cells
contador: 32
reg1: 32
reg2: 32
saida: 32
temp: 32
dig: 4
dig_count: 4
op: 4
pos: 4
estados: 2
exibir_resultado: 1
flag: 1
set_op: 1
per-layer routing:
metal / global-route usage [%] / up-vias / wire length (um)
met3: 2.666 / 87 / 5291
met4: 3.258 / 0 / 1445
met5: 0 / - / 0
met1: 29.21 / 11800 / 38280
li1: - / 12390 / -
met2: 30.01 / 900 / 35280
tightest hold or removal path, cell delays in order, from the launching register on:
cell and delay, ps:
dfxtp_1 330, nand2_1 60, a21oi_1 50
synth_stat cells (all sizes together) (12+ instances only):
master / count
a221oi: 33
nor2: 343
a22oi: 64
buf: 45
nor3: 94
inv: 133
nand2b: 43
o2111ai: 14
a211o: 12
and2: 32
or3: 20
o311a: 12
o211a: 15
o31ai: 25
o21a: 54
dfxtp: 181
o211ai: 50
nor4: 35
a31oi: 40
a211oi: 64
nand4: 51
o21bai: 58
mux2i: 53
clkbuf: 140
o311ai: 17
nand3: 94
or4: 14
nor2b: 28
o21ai: 193
and3: 52
o221ai: 16
xor2: 84
a311oi: 12
ha: 215
a21oi: 215
a32oi: 17
o22ai: 20
a222oi: 46
a21o: 48
xnor2: 163
nand2: 282
per-stage QoR:
step | hold slack, ps | cells | instance area [um^2]
final | 489.2 | 4292 | 26120
after global placement | 472.1 | 4260 | 25580
after detailed placement | 480.2 | 4260 | 25580
after floorplan | 436.5 | 3309 | 24390
after CTS | 491.1 | 4292 | 26120
after global routing | 515.8 | 4292 | 26120
worst max-delay path by stage:
stage	startpoint	to	slack, ps	cells past startpoint
after global routing	set_op	reg1[0]	20280	38
after CTS	set_op	reg1[0]	21680	38
final	set_op	reg1[0]	21350	38
final cells by class:
class                           count  area [um^2]
Clock inverter                     15        118.9
Clock buffer                       17        425.4
Tap cell                         1060         1326
Sequential cell                   181         3628
Inverter                          137        514.2
Timing Repair Buffer               76        605.6
Fill cell                        8350        54430
Multi-Input combinational cell   2806        19500
logic make-up after synthesis:
| logic type | after synthesis | synth area share [%] |
|---|---|---|
| AND/OR/NAND/NOR | 1133 | 22.43 |
| flip-flops | 181 | 14.86 |
| multiplexers | 58 | 2.421 |
| AND-OR/OR-AND | 1142 | 34.35 |
| XOR/XNOR | 247 | 8.870 |
| adder cells (fa/ha/maj) | 226 | 11.73 |
| buffers and inverters | 322 | 5.335 |
